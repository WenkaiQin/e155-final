==> design/flow/config.mk <==
export PLATFORM = sky130hd
export DESIGN_NAME = final_project
export DESIGN_NICKNAME = final_project
export VERILOG_FILES = /design/flow/design.v
export SDC_FILE = /design/flow/constraint.sdc
export NUM_CORES = 4
export LEC_CHECK = 1
export CORE_UTILIZATION = 40
==> design/flow/constraint.sdc <==
current_design final_project

set clk_period 3.1
set clk_io_pct 0.2

create_clock -name clk0 -period $clk_period [get_ports {clk}]

set non_clock_inputs [all_inputs -no_clocks]
set_input_delay [expr $clk_period * $clk_io_pct] -clock clk0 $non_clock_inputs
set_output_delay [expr $clk_period * $clk_io_pct] -clock clk0 [all_outputs]
==> design/flow/design.v <==
module clk_gen(input  logic clk,
					input  logic reset,
					output logic bck,
               output logic sck);
	logic [17:0] counter;
	logic [17:0] increment = 18'b111111;
	always_ff@(posedge clk)	
		if(reset) counter <= 18'b0;
		else counter <= counter + increment;
	assign bck = counter[17];
	assign sck = counter[13];
endmodule
module final_project(input  logic clk,  
							input  logic rx,
							output logic [7:0] data,
							output logic lpwm, rpwm) ;
	logic bck, sck;
	assign creset = 1'b0;
	assign reset = 1'b0;
	clk_gen clkgenerator(clk, creset, bck, sck);
	uart_rx receiver(sck, reset, rx, data);
	motor_driver ldriver(sck, reset, data[5:4], lpwm);
	motor_driver rdriver(sck, reset, data[3:2], rpwm);
endmodule 
module motor_driver(input  logic clk, reset,
					input  logic [1:0] instr,
					output logic pwm);
	logic update_en;
	logic [11:0] count, target_n;
	logic [1:0] instr_d;
	instr_dec id0(instr_d, target_n);
	typedef enum logic {S0 = 1'b0, S1 = 1'b1} statetype; 
	statetype state, nextstate;
	always_ff@(posedge clk) begin
		if(reset) begin
			count <= 12'b0;
			state <= S0;
			instr_d <= 2'b11;
		end else begin
			if(count >= 3071)
				count <= 12'b0;
			else
				count <= count + 12'b1;
			state <= nextstate;
			if(update_en)
				instr_d <= instr;
		end
	end
	always_comb
		case(state)
			S0: if(count >= target_n - 1) nextstate = S1;
				else					nextstate = S0;
			S1: if(count >= 3071) nextstate = S0;
				else			  nextstate = S1;
			default: nextstate = S0;
		endcase
	assign update_en = (state == S1);
	assign pwm = (state == S0);
endmodule
module instr_dec(input  logic [1:0] instr,
				 output logic [11:0] target_n);
	always_comb
		case(instr)
			2'b10: target_n = 11'b1110011;
			2'b11: target_n = 11'b11100110;
			2'b01: target_n = 11'b11101110;
			default: target_n = 11'b11100110;
		endcase
endmodule
module uart_rx(input  logic clk,
					 input  logic reset,
					 input  logic rx,
					 output logic [7:0] data);
	logic read_en, count_en, out_en;
	logic [7:0] tdata;
	logic [7:0] count;
	logic [3:0] bit_c;           
	typedef enum logic [1:0] {S0 = 2'b00, S1 = 2'b01, S2 = 2'b10, S3 = 2'b11} statetype; 
	statetype state, nextstate;
	always_ff @(posedge clk) begin
		if(reset) begin
			state <= S0;
			count <= 8'b0;
			tdata <= 8'b0;
			data <= 8'b0;
		end else begin
			state <= nextstate;
			if(read_en)
				tdata <= {rx, tdata[7:1]};
			if(count_en)
				count <= count + 8'b1;
			else
				count <= 8'b0;
			if(out_en)
				data <= tdata;
		end
	end
	always_comb
		case(state) 	
			S0: if(!rx) nextstate = S1;
				else	nextstate = S0;
			S1: if(count==7) nextstate = S2;
				else		 nextstate = S1;
			S2: if(read_en && bit_c >= 7) nextstate = S3;
			    else					  nextstate = S2;
			S3: if(read_en && bit_c >= 8) nextstate = S0;
				 else								nextstate = S3;
			default: nextstate = S0;
		endcase
	assign read_en   = (((count-7) % 16 == 0) && count > 15);
	assign count_en  = (state != S0);
	assign out_en    = (state == S3);
	assign bit_c	  = (count-8) / 16;
endmodule
==> design/flow/run.sh <==
#!/bin/bash
# OpenROAD 26Q1-2900-gdf79404cd8, Yosys 0.63+post, stock flow scripts
make -C /OpenROAD-flow-scripts/flow DESIGN_CONFIG=/design/flow/config.mk WORK_HOME=/design/flow/orfs finish
==> notes.md <==
Status of the implementation.

- The run finished with clean final reports.
- Per the OpenROAD floorplan log, the area of the die is 0.00777 mm^2.
- The via density per instance is 4.70, for reference.
- The worst-case vdd ir drop is 0.413 mV, for reference.
- The wire length after detailed routing is 4.10 mm, for reference.
- The register bit total from synthesis is about 70, for reference.
- The final layout report lists a filler cell count of slightly below 700.
- In this run, the synthesized area fraction spent on and/or/nand/nor cells is recorded as 0.204.
- The HPWL after detailed placement is 3.05 mm, for reference.
- Including well taps, the total number of placed cells is between 300 and 400.
- The total area inside the core boundary comes to 0.00721 mm^2.
- The count of buffers added on input and output ports is 11.
- The placed cell area is 0.00319 mm^2, for reference.
- The highest fanout seen on the critical path is 4, for reference.
- The number of placement rows is 31, for reference.
- Logic depth along the worst register-to-register path is recorded as 6.
- The chip area from the yosys synthesis statistics is 0.00297 mm^2, for reference.
- The share of the core filled by cells before placement is 0.411, for reference.
- In the Yosys stats the netlist draws on 45 distinct library cells.
- The number of optimization iterations in the first detailed-route pass is 4, for reference.
- The I/O pin count is 12, for reference.
- The number of design-rule violations left by the first detailed-router iteration is 42, for reference.
- On the critical path the data arrives at 1.56 ns.
- The critical path is of the register to register type.
- The number of buffers inserted during clock tree synthesis is 3, for reference.
- The number of post-CTS setup repair buffers is 0, for reference.
- Setup repair after global routing left no endpoint under its margin.
- The netlist area before placement is between 0.002 and 0.003 mm^2, for reference.
- The synthesis report lists the Yosys warning total as 6.
- The multi-input combinational cells in the finished layout cover a total of roughly 0.0013 mm^2.
- Based on the critical path, the design can be clocked at up to 700 MHz.
- The min-delay analysis places its worst path in the category register to register.
- The overall track demand over capacity in global routing is 0.118, for reference.
- The finished cells cover around 0.0032 mm^2.
- The first global-routing pass estimated 7.17 mm of wire.
- The number of standard cells after synthesis is 284, for reference.
- In this run, the synthesized area fraction spent on adder and majority cells is recorded as 0.0666.
- The kind of capture point of the worst setup path is a register, for reference.
- The total overflow left after global routing is 0.
- The relative slew slack is 0.495, for reference.
- The area growth from synthesis to layout is 9.32%.
- The final setup TNS is 0 ns, for reference.
- Looking at the clock tree report, the H-tree level count equals 1.
- The number of maximum-capacitance violations is 0, for reference.
- 0 antenna diodes ended up in the layout.
- The clock passes through at most 2 buffers.
- In the final report, the number of endpoints failing setup comes to 0.
- For this design the static power due to leakage is ~1.2 nW.
- The post-CTS hold buffer count recorded in the log is 0.
- According to the floorplan report, the die width is 88.1 um.
- The number of cells in Yosys stat is 284, for reference.
- The initial antenna violation count is 0, for reference.
- The detailed-route wire length per cell is just over 10 um, for reference.
- The via count of the first global-routing pass is 1,624, for reference.
- The cell family with the largest share of critical-path delay is simple AND/OR/NAND/NOR gates, for reference.
- The final critical delay including setup and external delays is around 1.4 ns, for reference.
- The instance count along the most critical hold path is 1, for reference.
- The timing report gives the clock slew at the launch and capture registers of the worst setup and hold paths as approximately 0.060 ns.
- The number of gates resized after CTS was 0.
- Across the routed clock network, the largest skew measured is 0.00401 ns.
- STA classifies the critical path startpoint as a register.
- Nets still carrying antenna violations after routing amount to 0.
- The register share after synthesis is 0.540, for reference.
- Of the cells placed in the final design, the portion with a size suffix greater than 1 is 0.0439.
- The floorplan step set the die height to a little under 90 um.
- The count of endpoints without a timing constraint is between 80 and 90, for reference.
- The storage element area is 0.00160 mm^2, for reference.
- Together, buffers and inverters on the worst path number 1.
- The largest net degree at the start of global routing is approximately 57, for reference.
- Dividing the synthesized area by the synthesized cell count gives 10.4 um^2.
- The final hold violation count recorded for this run is 0.
- Per STA, the worst path is made up of inv_1, ha_1, nand2b_1, nor4_2, and3b_1, xor2_1.
- The critical path data required time is 3.24 ns, for reference.
- The count of placed standard cells in the final layout, fillers left out is 395, for reference.
- The number of OpenROAD warnings is 27, for reference.
- On the critical path, the stage with the largest delay is an instance of sky130_fd_sc_hd__nor4_2.
- The cell area power density is 109 mW/mm^2, for reference.
- The number of register pins that no clock reaches is 56, for reference.
- The routability congestion estimate is 0.786, for reference.
- Clock latency on the worst-skew pair, taken at its later pin, is roughly 0.24 ns.
- For this run, the slowest stage of the critical path takes around 0.32 ns.
- TritonCTS built the clock tree.
- The buffer type at the clock tree root is sky130_fd_sc_hd__clkbuf_8, for reference.
- Of the available clock period, the critical path in the final layout requires 0.461.
- In this run, the synthesized area fraction spent on AND-OR/OR-AND gates is recorded as 0.0557.
- In the synthesized netlist, the dominant kind of combinational cell is simple AND/OR/NAND/NOR gates.
- The number of vias in the routed layout is about 1,900, for reference.
- The cell-mix breakdown from Yosys lists the XOR/XNOR area share as 0.103.
- Per the final report, max-transition violations number 0.
- The DRC violation total left in the routed layout is recorded as 0.
- The total number of cells along the worst setup path is 6, for reference.
- The slew at the pin closest to its max-slew limit is 0.755 ns, for reference.
- Measured against the total synthesized area, the mux share comes to 0.00337.
## layout make-up
class / count / share of cell area
flip-flops and latches: 70 / 0.494
multi-input cells: 194 / 0.396
repair buffers: 12 / 0.0363
well taps: 99 / 0.0382
inverters: 16 / 0.0185
clock buffers: 4 / 0.0170
## stage by stage
stage                     hold slack [ns]  setup WS (ns)   util  total power, W
final                               0.403           1.67  0.450        0.000355
after global routing                0.420           1.51  0.450        0.000367
after CTS                           0.405           1.66  0.450        0.000360
after detailed placement            0.390           1.66  0.442        0.000186
after global placement              0.386           1.68  0.442        0.000186
after floorplan                     0.375           1.78      -        0.000184
## state kept, by name, summed over array words and instances (netlist names)
signal	count
clkgenerator.counter	14
ldriver.count	12
rdriver.count	12
receiver.count	8
receiver.data	8
receiver.tdata	8
ldriver.instr_d	2
rdriver.instr_d	2
receiver.state	2
ldriver.state	1
rdriver.state	1
## worst paths after layout
| check | start | to | slack (ns) |
|---|---|---|---|
| hold / removal | clkgenerator.counter[0] | clkgenerator.counter[0] | 0.40 |
| setup reg to reg | clkgenerator.counter[0] | clkgenerator.counter[10] | 1.67 |
| hold reg to reg | clkgenerator.counter[0] | clkgenerator.counter[0] | 0.40 |
| setup / recovery | clkgenerator.counter[0] | clkgenerator.counter[10] | 1.67 |
## per-layer routing
metal,vias up,GRT usage,share of wire
met1,851,0.201,0.55
met3,0,0.0153,0.027
met5,-,0,0
met4,0,0.00147,0
met2,17,0.178,0.42
li1,990,-,-
## synthesized netlist by cell type, drive strengths merged
library cell | instances | area (um^2)
o211a | 1 | 10.0
nand4b | 1 | 15.0
nor4 | 2 | 18.8
nor3b | 1 | 7.51
o21ai | 6 | 30.0
a31oi | 2 | 12.5
xnor2 | 19 | 166
or4 | 4 | 33.8
a211o | 1 | 8.76
clkbuf | 2 | 10.0
or3 | 2 | 12.5
a21oi | 3 | 15.0
inv | 15 | 56.3
a211oi | 3 | 22.5
and4 | 1 | 8.76
nand3 | 10 | 55.1
clkinv | 1 | 3.75
nor3 | 5 | 40.0
nor2b | 7 | 43.8
a31o | 1 | 8.76
dfxtp | 50 | 1000
edfxtp | 20 | 601
ha | 15 | 188
xor2 | 16 | 140
nand4 | 5 | 31.3
and3 | 5 | 31.3
nand2 | 16 | 60.1
buf | 2 | 10.0
a221oi | 2 | 17.5
nor2 | 50 | 188
maj3 | 1 | 10.0
and2 | 1 | 6.26
and3b | 1 | 8.76
a32oi | 1 | 8.76
a22o | 1 | 8.76
o211ai | 1 | 7.51
mux2i | 1 | 10.0
nand3b | 1 | 7.51
o22ai | 1 | 6.26
o311ai | 1 | 8.76
nand2b | 6 | 37.5
## logic make-up after synthesis
logic type,count (synthesis)
AND-OR/OR-AND,24
adder cells (fa/ha/maj),16
XOR/XNOR,35
multiplexers,1
buffers and inverters,20
AND/OR/NAND/NOR,118
flip-flops,70
## power breakdown
group          leakage [nW]  switching [W]   total [W]  internal, W
Clock                0.0288      0.0000604    0.000173     0.000112
Sequential            0.586              0    0.000180     0.000180
Combinational         0.622    0.000000417  0.00000158   0.00000116
## placed cells by master (no fill, tap or decap), types with 3 or more instances in the layout
master,synthesis,final
sky130_fd_sc_hd__nor2_1,50,50
sky130_fd_sc_hd__dfxtp_1,50,50
sky130_fd_sc_hd__edfxtp_1,20,20
sky130_fd_sc_hd__xnor2_1,19,19
sky130_fd_sc_hd__nand2_1,16,16
sky130_fd_sc_hd__xor2_1,16,16
sky130_fd_sc_hd__inv_1,15,15
sky130_fd_sc_hd__ha_1,15,15
sky130_fd_sc_hd__clkdlybuf4s50_1,0,11
sky130_fd_sc_hd__nand3_1,9,9
sky130_fd_sc_hd__nor2b_1,7,7
sky130_fd_sc_hd__nand2b_1,6,6
sky130_fd_sc_hd__o21ai_0,6,6
sky130_fd_sc_hd__and3_1,5,5
sky130_fd_sc_hd__nand4_1,5,5
sky130_fd_sc_hd__clkbuf_8,0,4
sky130_fd_sc_hd__nor3_2,3,3
sky130_fd_sc_hd__a21oi_1,3,3
sky130_fd_sc_hd__or4_1,3,3
sky130_fd_sc_hd__a211oi_1,3,3
No activity file was given, so power comes from the tool's default toggle rates.
